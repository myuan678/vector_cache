## /design/flow/constraint.sdc

```tcl
current_design vec_cache_tag_dirty_array

set clk_period 4.3
set clk_io_pct 0.2

create_clock -name clk0 -period $clk_period [get_ports {clk}]

set non_clock_inputs [all_inputs -no_clocks]
set_input_delay [expr $clk_period * $clk_io_pct] -clock clk0 $non_clock_inputs
set_output_delay [expr $clk_period * $clk_io_pct] -clock clk0 [all_outputs]
```

## /design/flow/run.sh

```bash
#!/bin/bash
# OpenROAD 26Q1-2900-gdf79404cd8, Yosys 0.63+post, stock flow scripts
make -C /OpenROAD-flow-scripts/flow DESIGN_CONFIG=/design/flow/config.mk WORK_HOME=/design/flow/orfs finish
```

## /design/flow/design.v

```verilog
`timescale 1ns/1ps
package vector_cache_pkg;
    localparam integer unsigned RAM_WIDTH  = 128;
    localparam integer unsigned RAM_DEPTH  = 512;
    localparam integer unsigned RAM_NUM    = 4;
    localparam integer unsigned ADDR_WIDTH = $clog2(RAM_DEPTH);
    localparam integer unsigned SEL= $clog2(RAM_WIDTH/8);
    localparam integer unsigned CHANNEL   = 8    ;
    localparam integer unsigned REQ_ADDR_WIDTH  = 64        ;
    localparam integer unsigned CACHE_SIZE      = 8192*1024 ;  
    localparam integer unsigned CACHE_LINE_SIZE = 512*8       ;  
    localparam integer unsigned WAY_NUM         = 4         ;
    localparam integer unsigned SET_NUM         = CACHE_SIZE/(CACHE_LINE_SIZE*WAY_NUM);  
    localparam integer unsigned INDEX_WIDTH     = $clog2(SET_NUM/4)         ; 
    localparam integer unsigned OFFSET_WIDTH    = $clog2(CACHE_LINE_SIZE)   ; 
    localparam integer unsigned TAG_WIDTH       =  REQ_ADDR_WIDTH-INDEX_WIDTH-OFFSET_WIDTH; 
    localparam integer unsigned BUS_WIDTH       = 128*8; 
    localparam integer unsigned DS_N            = CACHE_LINE_SIZE / BUS_WIDTH;  
    localparam integer unsigned TAG_RAM_WIDTH   = WAY_NUM*(TAG_WIDTH+2);
    localparam integer unsigned MSHR_ENTRY_NUM  = 64;
    localparam integer unsigned MSHR_ENTRY_IDX_WIDTH = $clog2(MSHR_ENTRY_NUM);
    localparam integer unsigned TXNID_WIDTH     = 5 ;
    localparam integer unsigned SIDEBAND_WIDTH  = 10;
    localparam integer unsigned OP_WIDTH        = 5;
    localparam integer unsigned LFDB_ENTRY_NUM  = 64;
    localparam integer unsigned EVDB_ENTRY_NUM  = 64;
    localparam integer unsigned RW_DB_ENTRY_NUM = 64;
    localparam integer unsigned DB_ENTRY_IDX_WIDTH = $clog2(RW_DB_ENTRY_NUM);
    localparam integer unsigned MASTER_NUM  = 8;  
    localparam integer unsigned WR_REQ_NUM  = 8;  
    localparam integer unsigned WW_REQ_NUM  = 8;  
    localparam integer unsigned WB_REQ_NUM  = 8;  
    localparam integer unsigned WRD_REQ_NUM = 8;  
    localparam integer unsigned ER_REQ_NUM  = 8;  
    localparam integer unsigned EW_REQ_NUM  = 8;  
    localparam integer unsigned EB_REQ_NUM  = 8;  
    localparam integer unsigned ERD_REQ_NUM = 8;  
    localparam integer unsigned NR_REQ_NUM  = 8;  
    localparam integer unsigned NW_REQ_NUM  = 8;  
    localparam integer unsigned NB_REQ_NUM  = 8;  
    localparam integer unsigned NRD_REQ_NUM = 8;  
    localparam integer unsigned SR_REQ_NUM  = 8;  
    localparam integer unsigned SW_REQ_NUM  = 8;  
    localparam integer unsigned SB_REQ_NUM  = 8;  
    localparam integer unsigned SRD_REQ_NUM = 8;  
    localparam integer unsigned DATA_WIDTH           = 1024  ;
    localparam integer unsigned READ_SRAM_DELAY      = 11    ; 
    localparam integer unsigned EVICT_CLEAN_DELAY    = 15    ; 
    localparam integer unsigned EVICT_DOWN_DELAY     = 20    ;
    localparam integer unsigned LF_DONE_DELAY        = 30    ;
    localparam integer unsigned RDB_DATA_RDY_DELAY   = 15    ;  
    localparam integer unsigned TO_US_DONE_DELAY     =20     ;
    localparam integer unsigned WR_CMD_DELAY_WEST    = 2     ; 
    localparam integer unsigned WR_CMD_DELAY_EAST    = 3     ; 
    localparam integer unsigned WR_CMD_DELAY_SOUTH   = 5     ; 
    localparam integer unsigned WR_CMD_DELAY_NORTH   = 4     ; 
    localparam integer unsigned WR_CMD_DELAY_LF      = 6     ; 
    typedef struct packed{
        logic [TAG_WIDTH-1      :0] tag     ;
        logic [INDEX_WIDTH-1    :0] index   ;
        logic [OFFSET_WIDTH-1   :0] offset  ;
    } addr_t;
    typedef struct packed {
        logic [1                   :0] direction_id ; 
        logic [$clog2(MASTER_NUM)-1:0] master_id    ;
        logic [3:0]                    req_id       ; 
        logic                          mode         ; 
        logic [1                   :0] byte_sel     ; 
    } txnid_t;
    typedef struct packed {
        logic [1                   :0] hash_id   ;
        logic [1                   :0] block_id  ;
        logic                          channel_id;
    } dest_ram_id_t;
    typedef struct packed {
        addr_t                           cmd_addr    ;
        txnid_t                          cmd_txn_id  ;
        logic [SIDEBAND_WIDTH-1      :0] cmd_sideband;
    } input_read_cmd_pld_t;
    typedef struct packed {
        addr_t                           cmd_addr    ;
        txnid_t                          cmd_txn_id   ;
        logic [SIDEBAND_WIDTH-1      :0] cmd_sideband;
        logic [127                   :0] strb        ;
        logic [1023                  :0] data        ;
    } input_write_cmd_pld_t;
    typedef struct packed {
        logic [TAG_WIDTH-1:0] tag;
        logic                 valid;
    } tag_t;
    typedef struct packed {
        tag_t [WAY_NUM-1:0]   tag_array;
    } tag_ram_t;
    typedef struct packed {
        addr_t                           addr        ;
        txnid_t                          txn_id      ;
        logic [SIDEBAND_WIDTH-1      :0] sideband    ;
        logic [127                   :0] strb        ;
        logic [OP_WIDTH-1            :0] opcode      ;   
        logic [DB_ENTRY_IDX_WIDTH-1  :0] db_entry_id ;
        logic [MSHR_ENTRY_IDX_WIDTH-1:0] rob_entry_id; 
    } input_req_pld_t;
    typedef struct packed {
        logic [INDEX_WIDTH-1       :0] index       ;
        logic [TAG_WIDTH-1         :0] tag         ;
        logic [WAY_NUM-1           :0] way_oh      ;
    } wr_buf_pld_t;
    typedef struct packed {
        input_req_pld_t                cmd_pld     ;      
        logic [1023 :0]                data        ;
    } input_wrreq_pld_t;
    typedef struct packed {
        logic [DB_ENTRY_IDX_WIDTH-1:0] db_entry_id ;      
        logic [1023 :0]                data        ;
        input_req_pld_t                cmd         ;
    }  wdb_pld_t;
    typedef struct packed {
        txnid_t                             txn_id          ; 
        logic [OP_WIDTH-1               :0] opcode          ; 
        logic [TAG_WIDTH-1              :0] tag             ;
        logic [INDEX_WIDTH-1            :0] index           ;
        logic [OFFSET_WIDTH-1           :0] offset          ;
        logic [$clog2(WAY_NUM)-1        :0] way             ;
        logic [1                        :0] hash_id         ; 
        dest_ram_id_t                       dest_ram_id     ; 
        logic [$clog2(MSHR_ENTRY_NUM)-1 :0] rob_entry_id    ;
        logic [$clog2(RW_DB_ENTRY_NUM)-1:0] db_entry_id     ;
        logic [SIDEBAND_WIDTH-1         :0] sideband        ; 
        logic                               last            ;
    } arb_out_req_t;
    typedef struct packed {
        arb_out_req_t           req_cmd_pld ;
        logic                   last        ;
        logic [$clog2(DS_N)-1:0]req_num     ;  
    } read_ram_cmd_t;
    typedef struct packed {
        arb_out_req_t           req_cmd_pld ;
        logic                   last        ;
        logic [$clog2(DS_N)-1:0]req_num     ;  
    } read_lfdb_pld_t;
    typedef struct packed{
        logic                               valid         ;
        txnid_t                             txn_id        ;
        logic [OP_WIDTH-1       :0]         opcode        ;
        logic [SIDEBAND_WIDTH-1 :0]         sideband      ; 
        logic [INDEX_WIDTH-1    :0]         index         ;
        logic [OFFSET_WIDTH-1   :0]         offset        ;
        logic [TAG_WIDTH-1      :0]         tag           ;
        logic [$clog2(WAY_NUM)-1:0]         way           ;     
        logic                               hit           ;
        logic                               need_evict    ;
        logic [TAG_WIDTH-1:0]               evict_tag     ;
        logic [MSHR_ENTRY_NUM-1:0]          hzd_bitmap    ;
        logic                               hzd_pass      ; 
        logic [MSHR_ENTRY_IDX_WIDTH-1:0]    rob_entry_id  ; 
        logic [DB_ENTRY_IDX_WIDTH-1:0]      wdb_entry_id  ;
    } mshr_entry_t;
    typedef struct packed{
        logic                               valid         ;
        txnid_t                             txn_id        ;
        logic [INDEX_WIDTH-1    :0]         index         ;
        logic [TAG_WIDTH-1      :0]         tag           ;
        logic [$clog2(WAY_NUM)-1:0]         way           ;
        logic [TAG_WIDTH-1:0]               evict_tag     ;
    } hzd_mshr_pld_t;
    typedef struct packed {
        txnid_t                     txn_id;
        logic [SIDEBAND_WIDTH-1 :0] sideband;
    }wr_resp_pld_t;
    typedef struct packed{
        logic [MSHR_ENTRY_IDX_WIDTH-1:0] rob_entry_id;
        logic [DB_ENTRY_IDX_WIDTH-1  :0] db_entry_id ;
        txnid_t                          txn_id      ;
        logic [SIDEBAND_WIDTH-1      :0] sideband    ;
        logic [1                     :0] hash_id     ;
    } bresp_pld_t;
    typedef struct packed{
        txnid_t                          txn_id      ;
        logic [OP_WIDTH-1       :0]      opcode      ;
        addr_t                           addr        ;
        logic [WAY_NUM-1        :0]      way         ;
        dest_ram_id_t                    dest_ram_id ;
        logic [MSHR_ENTRY_IDX_WIDTH-1:0] rob_entry_id;
        logic [LFDB_ENTRY_NUM-1 :0]      db_entry_id ; 
        logic [SIDEBAND_WIDTH-1 :0]      sideband    ; 
    } downstream_txreq_pld_t;
    typedef struct packed{
        logic  [BUS_WIDTH-1:0]           data        ;
        downstream_txreq_pld_t           linefill_cmd;
        logic                            last;
    }ds_to_lfdb_pld_t;
    typedef struct packed{
        logic  [1023       :0]           data         ;
        arb_out_req_t                    evict_req_pld;
    } ram_to_evdb_pld_t;
    typedef struct packed{
        logic  [1023                    :0] data        ;
        logic  [MSHR_ENTRY_IDX_WIDTH-1  :0] rob_entry_id;
        txnid_t                             txn_id      ;
        logic  [SIDEBAND_WIDTH-1        :0] sideband    ;
    }us_data_pld_t;
    typedef struct packed{
        logic  [MSHR_ENTRY_IDX_WIDTH-1  :0] rob_entry_id;
        logic  [DB_ENTRY_IDX_WIDTH-1    :0] db_entry_id ;
        txnid_t                             txn_id       ;
        logic  [SIDEBAND_WIDTH-1        :0] sideband    ;
    }read_rdb_addr_t;
    typedef struct packed{
        logic  [MSHR_ENTRY_IDX_WIDTH-1  :0] rob_entry_id;
        logic  [DB_ENTRY_IDX_WIDTH-1    :0] db_entry_id ;
        txnid_t                             txn_id      ;
        logic  [SIDEBAND_WIDTH-1        :0] sideband    ;
    }rw_rdb_pld_t;
    typedef struct packed {
        logic  [BUS_WIDTH-1             :0] data        ;
        addr_t                              addr        ;
        logic                               last        ;
        logic  [MSHR_ENTRY_IDX_WIDTH-1  :0] rob_entry_id;
        logic  [DB_ENTRY_IDX_WIDTH-1    :0] db_entry_id ;
        txnid_t                             txn_id      ;
        logic  [SIDEBAND_WIDTH-1        :0] sideband    ;
    }evict_to_ds_pld_t;
    typedef struct packed{
        logic [8:0]     addr       ;
        txnid_t         txn_id     ;
        dest_ram_id_t   dest_ram_id;  
        logic           mode       ;
        logic [1:0]     byte_sel   ;
        logic [1:0]     opcode     ;  
    } sram_inst_cmd_t;                
    typedef struct packed {
        logic [31:0]    data   ;
        sram_inst_cmd_t cmd_pld;
    } data_pld_t;
    typedef struct packed {
        logic [255:0]    data   ;
        sram_inst_cmd_t  cmd_pld;
    } bankgroup_data_pld_t;
    typedef struct packed {
        logic [1023:0]   data  ;
        sram_inst_cmd_t  cmd_pld;
    } group_data_pld_t;
    typedef struct packed {
        arb_out_req_t           req_cmd_pld ;
        logic                   last        ;
        logic [$clog2(DS_N)-1:0]req_num     ;  
    } write_ram_cmd_t;
    typedef struct packed {
        group_data_pld_t        data        ;
        write_ram_cmd_t         write_cmd   ;
    } write_ram_pld_t;
endpackage
module vec_cache_tag_dirty_array #( 
    parameter integer unsigned ADDR_WIDTH = 10,
    parameter integer unsigned DATA_WIDTH = 4
    )(
    input  logic                     clk            ,
    input  logic                     rst_n          ,
    input  logic                     wr_en_0        ,
    input  logic                     wr_en_1        ,
    input  logic [DATA_WIDTH-1:0]    bit_wr_en_0    ,
    input  logic [DATA_WIDTH-1:0]    bit_wr_en_1    ,
    input  logic [ADDR_WIDTH-1:0]    addr_0         ,
    input  logic [ADDR_WIDTH-1:0]    addr_1         ,
    input  logic                     wr_data_0      ,
    input  logic                     wr_data_1      ,
    output logic [DATA_WIDTH-1:0]    rd_data_0      ,
    output logic [DATA_WIDTH-1:0]    rd_data_1   
);
    logic [DATA_WIDTH-1        :0]   tag_dirty[2**ADDR_WIDTH-1:0] ;
    always_ff @(posedge clk or negedge rst_n) begin
        if (!rst_n) begin
            for (int i = 0; i < 2**ADDR_WIDTH; i++) begin
                tag_dirty[i] <= '0;
            end
        end 
        else begin
            if (wr_en_0)begin
                for(int j=0;j<DATA_WIDTH;j=j+1)begin
                    if(bit_wr_en_0[j]) tag_dirty[addr_0][j] <= wr_data_0;
                end
            end  
            if (wr_en_1) begin
                for(int j=0;j<DATA_WIDTH;j=j+1)begin
                    if(bit_wr_en_1[j]) tag_dirty[addr_1][j] <= wr_data_1;
                end
            end 
        end
    end
    always_ff @(posedge clk) begin
        if(wr_en_0) rd_data_0 <= tag_dirty[addr_0];
        if(wr_en_1) rd_data_1 <= tag_dirty[addr_1];
    end
endmodule
```

## /design/flow/config.mk

```make
export PLATFORM = sky130hd
export DESIGN_NAME = vec_cache_tag_dirty_array
export DESIGN_NICKNAME = vec_cache_tag_dirty_array
export VERILOG_FILES = /design/flow/design.v
export SDC_FILE = /design/flow/constraint.sdc
export NUM_CORES = 4
export LEC_CHECK = 1
export CORE_UTILIZATION = 40
```

==> results.toml <==
# physical design summary
[run_status]
status = "did not finish"
lastStage = "global routing"
run.stop_error = "[ERROR GRT-0116] Global routing finished with congestion. Check the congestion regions in the DRC Viewer."

[synthesis]
netlist_area_um2 = 282000
synth-edff-count = 8
yosys_warnings = 2
ys_ff = 4104
synth.distinct_cells = 94
synth.avg_cell_area_um2 = 7.61
ys_cells = 37100
flop_cell = "dfrtp_1"
yosys-stat-area_um2 = 282000
netlist_instances = 37100
synth_seq_share_pct = 36.4
ys_async_sr_fraction_pct = 99.8

[clock_network]
cts_max_level = 6
cts_buffers = 524
root_buffer = "clkbuf_16"
cts_buffer_depth = 4
cts_sinks = 4104

[grt]
grt_max_degree = 139
grt_overflow = 27800
gr-usage-all-layers_pct = 100
grt_pass1_wl_um = 4790000
grt_pass1_vias = 485000

[die]
initial_core_util_pct = 40.1
die_height_um = 842
rows = 308
chipWidth_um = 842
ios = 42

[placed_design]
preCtsSetupSlack_ps = -2440
hpwlAfterDp_um = 2500000
gp_congestion = 1.59
place_area_um2 = 375000
portBuffers = 41
## metal layers
layer  overflow  track usage, %
met2      12600             105
met1       4477            98.8
met5        527            90.2
met3       4916            97.6
met4       5273            97.6
## synth_stat cells, types with 35 or more instances
cell type / n / area share (%)
and3_1: 467 / 1.0
buf_2: 511 / 0.91
nor3_2: 48 / 0.17
nand3_1: 2628 / 4.7
a221o_1: 501 / 1.8
a31oi_1: 2616 / 5.8
buf_4: 111 / 0.29
nor4_1: 559 / 1.2
or4_1: 61 / 0.16
buf_1: 254 / 0.34
a22oi_1: 2607 / 6.9
a32oi_1: 166 / 0.51
a21oi_1: 965 / 1.7
and4_1: 40 / 0.12
nand4_1: 574 / 1.3
nor3_1: 2483 / 4.4
a22o_1: 724 / 2.2
o21ai_0: 2414 / 4.3
nor2_1: 4222 / 5.6
clkbuf_1: 2545 / 3.4
o22ai_1: 599 / 1.3
a221oi_1: 642 / 2.0
nand2_1: 5282 / 7.0
dfrtp_1: 4096 / 36
o32ai_1: 780 / 2.4
buf_6: 35 / 0.14
mux2i_1: 576 / 2.0
## cell families after synthesis
group	share of synthesized area, %
DFF	36.4
AOI/OAI and AO/OA	29.7
buffers and inverters	5.08
xor gates and xnor gates	0.0430
and+or+nand+nor	26.7
muxes	2.10
## metrics by stage
stage	util (%)	hold WS, ps	std cells
floorplan	-	539	37100
global placement	53.2	557	51800
detailed placement	53.3	571	51800
CTS	56.2	103	52900
## what timing repair did
item,in CTS
hold buffers,1
cloned,7
hold endpoints to repair,24
buffers inserted,161
endpoints found under the setup margin,12
gates resized,301
pin swaps,52
