File: /design/flow/config.mk
export PLATFORM = sky130hd
export DESIGN_NAME = cmn_bin2onehot
export DESIGN_NICKNAME = cmn_bin2onehot
export VERILOG_FILES = /design/flow/design.v
export SDC_FILE = /design/flow/constraint.sdc
export NUM_CORES = 4
export LEC_CHECK = 1
export CORE_AREA = 10 10 70 70
export DIE_AREA = 0 0 80 80
File: /design/flow/run.sh
#!/bin/bash
# OpenROAD 26Q1-2900-gdf79404cd8, Yosys 0.63+post, stock flow scripts
make -C /OpenROAD-flow-scripts/flow DESIGN_CONFIG=/design/flow/config.mk WORK_HOME=/design/flow/orfs finish
File: /design/flow/design.v
`timescale 1ns/1ps
package vector_cache_pkg;
    localparam integer unsigned RAM_WIDTH  = 128;
    localparam integer unsigned RAM_DEPTH  = 512;
    localparam integer unsigned RAM_NUM    = 4;
    localparam integer unsigned ADDR_WIDTH = $clog2(RAM_DEPTH);
    localparam integer unsigned SEL= $clog2(RAM_WIDTH/8);
    localparam integer unsigned CHANNEL   = 8    ;
    localparam integer unsigned REQ_ADDR_WIDTH  = 64        ;
    localparam integer unsigned CACHE_SIZE      = 8192*1024 ;  
    localparam integer unsigned CACHE_LINE_SIZE = 512*8       ;  
    localparam integer unsigned WAY_NUM         = 4         ;
    localparam integer unsigned SET_NUM         = CACHE_SIZE/(CACHE_LINE_SIZE*WAY_NUM);  
    localparam integer unsigned INDEX_WIDTH     = $clog2(SET_NUM/4)         ; 
    localparam integer unsigned OFFSET_WIDTH    = $clog2(CACHE_LINE_SIZE)   ; 
    localparam integer unsigned TAG_WIDTH       =  REQ_ADDR_WIDTH-INDEX_WIDTH-OFFSET_WIDTH; 
    localparam integer unsigned BUS_WIDTH       = 128*8; 
    localparam integer unsigned DS_N            = CACHE_LINE_SIZE / BUS_WIDTH;  
    localparam integer unsigned TAG_RAM_WIDTH   = WAY_NUM*(TAG_WIDTH+2);
    localparam integer unsigned MSHR_ENTRY_NUM  = 64;
    localparam integer unsigned MSHR_ENTRY_IDX_WIDTH = $clog2(MSHR_ENTRY_NUM);
    localparam integer unsigned TXNID_WIDTH     = 5 ;
    localparam integer unsigned SIDEBAND_WIDTH  = 10;
    localparam integer unsigned OP_WIDTH        = 5;
    localparam integer unsigned LFDB_ENTRY_NUM  = 64;
    localparam integer unsigned EVDB_ENTRY_NUM  = 64;
    localparam integer unsigned RW_DB_ENTRY_NUM = 64;
    localparam integer unsigned DB_ENTRY_IDX_WIDTH = $clog2(RW_DB_ENTRY_NUM);
    localparam integer unsigned MASTER_NUM  = 8;  
    localparam integer unsigned WR_REQ_NUM  = 8;  
    localparam integer unsigned WW_REQ_NUM  = 8;  
    localparam integer unsigned WB_REQ_NUM  = 8;  
    localparam integer unsigned WRD_REQ_NUM = 8;  
    localparam integer unsigned ER_REQ_NUM  = 8;  
    localparam integer unsigned EW_REQ_NUM  = 8;  
    localparam integer unsigned EB_REQ_NUM  = 8;  
    localparam integer unsigned ERD_REQ_NUM = 8;  
    localparam integer unsigned NR_REQ_NUM  = 8;  
    localparam integer unsigned NW_REQ_NUM  = 8;  
    localparam integer unsigned NB_REQ_NUM  = 8;  
    localparam integer unsigned NRD_REQ_NUM = 8;  
    localparam integer unsigned SR_REQ_NUM  = 8;  
    localparam integer unsigned SW_REQ_NUM  = 8;  
    localparam integer unsigned SB_REQ_NUM  = 8;  
    localparam integer unsigned SRD_REQ_NUM = 8;  
    localparam integer unsigned DATA_WIDTH           = 1024  ;
    localparam integer unsigned READ_SRAM_DELAY      = 11    ; 
    localparam integer unsigned EVICT_CLEAN_DELAY    = 15    ; 
    localparam integer unsigned EVICT_DOWN_DELAY     = 20    ;
    localparam integer unsigned LF_DONE_DELAY        = 30    ;
    localparam integer unsigned RDB_DATA_RDY_DELAY   = 15    ;  
    localparam integer unsigned TO_US_DONE_DELAY     =20     ;
    localparam integer unsigned WR_CMD_DELAY_WEST    = 2     ; 
    localparam integer unsigned WR_CMD_DELAY_EAST    = 3     ; 
    localparam integer unsigned WR_CMD_DELAY_SOUTH   = 5     ; 
    localparam integer unsigned WR_CMD_DELAY_NORTH   = 4     ; 
    localparam integer unsigned WR_CMD_DELAY_LF      = 6     ; 
    typedef struct packed{
        logic [TAG_WIDTH-1      :0] tag     ;
        logic [INDEX_WIDTH-1    :0] index   ;
        logic [OFFSET_WIDTH-1   :0] offset  ;
    } addr_t;
    typedef struct packed {
        logic [1                   :0] direction_id ; 
        logic [$clog2(MASTER_NUM)-1:0] master_id    ;
        logic [3:0]                    req_id       ; 
        logic                          mode         ; 
        logic [1                   :0] byte_sel     ; 
    } txnid_t;
    typedef struct packed {
        logic [1                   :0] hash_id   ;
        logic [1                   :0] block_id  ;
        logic                          channel_id;
    } dest_ram_id_t;
    typedef struct packed {
        addr_t                           cmd_addr    ;
        txnid_t                          cmd_txn_id  ;
        logic [SIDEBAND_WIDTH-1      :0] cmd_sideband;
    } input_read_cmd_pld_t;
    typedef struct packed {
        addr_t                           cmd_addr    ;
        txnid_t                          cmd_txn_id   ;
        logic [SIDEBAND_WIDTH-1      :0] cmd_sideband;
        logic [127                   :0] strb        ;
        logic [1023                  :0] data        ;
    } input_write_cmd_pld_t;
    typedef struct packed {
        logic [TAG_WIDTH-1:0] tag;
        logic                 valid;
    } tag_t;
    typedef struct packed {
        tag_t [WAY_NUM-1:0]   tag_array;
    } tag_ram_t;
    typedef struct packed {
        addr_t                           addr        ;
        txnid_t                          txn_id      ;
        logic [SIDEBAND_WIDTH-1      :0] sideband    ;
        logic [127                   :0] strb        ;
        logic [OP_WIDTH-1            :0] opcode      ;   
        logic [DB_ENTRY_IDX_WIDTH-1  :0] db_entry_id ;
        logic [MSHR_ENTRY_IDX_WIDTH-1:0] rob_entry_id; 
    } input_req_pld_t;
    typedef struct packed {
        logic [INDEX_WIDTH-1       :0] index       ;
        logic [TAG_WIDTH-1         :0] tag         ;
        logic [WAY_NUM-1           :0] way_oh      ;
    } wr_buf_pld_t;
    typedef struct packed {
        input_req_pld_t                cmd_pld     ;      
        logic [1023 :0]                data        ;
    } input_wrreq_pld_t;
    typedef struct packed {
        logic [DB_ENTRY_IDX_WIDTH-1:0] db_entry_id ;      
        logic [1023 :0]                data        ;
        input_req_pld_t                cmd         ;
    }  wdb_pld_t;
    typedef struct packed {
        txnid_t                             txn_id          ; 
        logic [OP_WIDTH-1               :0] opcode          ; 
        logic [TAG_WIDTH-1              :0] tag             ;
        logic [INDEX_WIDTH-1            :0] index           ;
        logic [OFFSET_WIDTH-1           :0] offset          ;
        logic [$clog2(WAY_NUM)-1        :0] way             ;
        logic [1                        :0] hash_id         ; 
        dest_ram_id_t                       dest_ram_id     ; 
        logic [$clog2(MSHR_ENTRY_NUM)-1 :0] rob_entry_id    ;
        logic [$clog2(RW_DB_ENTRY_NUM)-1:0] db_entry_id     ;
        logic [SIDEBAND_WIDTH-1         :0] sideband        ; 
        logic                               last            ;
    } arb_out_req_t;
    typedef struct packed {
        arb_out_req_t           req_cmd_pld ;
        logic                   last        ;
        logic [$clog2(DS_N)-1:0]req_num     ;  
    } read_ram_cmd_t;
    typedef struct packed {
        arb_out_req_t           req_cmd_pld ;
        logic                   last        ;
        logic [$clog2(DS_N)-1:0]req_num     ;  
    } read_lfdb_pld_t;
    typedef struct packed{
        logic                               valid         ;
        txnid_t                             txn_id        ;
        logic [OP_WIDTH-1       :0]         opcode        ;
        logic [SIDEBAND_WIDTH-1 :0]         sideband      ; 
        logic [INDEX_WIDTH-1    :0]         index         ;
        logic [OFFSET_WIDTH-1   :0]         offset        ;
        logic [TAG_WIDTH-1      :0]         tag           ;
        logic [$clog2(WAY_NUM)-1:0]         way           ;     
        logic                               hit           ;
        logic                               need_evict    ;
        logic [TAG_WIDTH-1:0]               evict_tag     ;
        logic [MSHR_ENTRY_NUM-1:0]          hzd_bitmap    ;
        logic                               hzd_pass      ; 
        logic [MSHR_ENTRY_IDX_WIDTH-1:0]    rob_entry_id  ; 
        logic [DB_ENTRY_IDX_WIDTH-1:0]      wdb_entry_id  ;
    } mshr_entry_t;
    typedef struct packed{
        logic                               valid         ;
        txnid_t                             txn_id        ;
        logic [INDEX_WIDTH-1    :0]         index         ;
        logic [TAG_WIDTH-1      :0]         tag           ;
        logic [$clog2(WAY_NUM)-1:0]         way           ;
        logic [TAG_WIDTH-1:0]               evict_tag     ;
    } hzd_mshr_pld_t;
    typedef struct packed {
        txnid_t                     txn_id;
        logic [SIDEBAND_WIDTH-1 :0] sideband;
    }wr_resp_pld_t;
    typedef struct packed{
        logic [MSHR_ENTRY_IDX_WIDTH-1:0] rob_entry_id;
        logic [DB_ENTRY_IDX_WIDTH-1  :0] db_entry_id ;
        txnid_t                          txn_id      ;
        logic [SIDEBAND_WIDTH-1      :0] sideband    ;
        logic [1                     :0] hash_id     ;
    } bresp_pld_t;
    typedef struct packed{
        txnid_t                          txn_id      ;
        logic [OP_WIDTH-1       :0]      opcode      ;
        addr_t                           addr        ;
        logic [WAY_NUM-1        :0]      way         ;
        dest_ram_id_t                    dest_ram_id ;
        logic [MSHR_ENTRY_IDX_WIDTH-1:0] rob_entry_id;
        logic [LFDB_ENTRY_NUM-1 :0]      db_entry_id ; 
        logic [SIDEBAND_WIDTH-1 :0]      sideband    ; 
    } downstream_txreq_pld_t;
    typedef struct packed{
        logic  [BUS_WIDTH-1:0]           data        ;
        downstream_txreq_pld_t           linefill_cmd;
        logic                            last;
    }ds_to_lfdb_pld_t;
    typedef struct packed{
        logic  [1023       :0]           data         ;
        arb_out_req_t                    evict_req_pld;
    } ram_to_evdb_pld_t;
    typedef struct packed{
        logic  [1023                    :0] data        ;
        logic  [MSHR_ENTRY_IDX_WIDTH-1  :0] rob_entry_id;
        txnid_t                             txn_id      ;
        logic  [SIDEBAND_WIDTH-1        :0] sideband    ;
    }us_data_pld_t;
    typedef struct packed{
        logic  [MSHR_ENTRY_IDX_WIDTH-1  :0] rob_entry_id;
        logic  [DB_ENTRY_IDX_WIDTH-1    :0] db_entry_id ;
        txnid_t                             txn_id       ;
        logic  [SIDEBAND_WIDTH-1        :0] sideband    ;
    }read_rdb_addr_t;
    typedef struct packed{
        logic  [MSHR_ENTRY_IDX_WIDTH-1  :0] rob_entry_id;
        logic  [DB_ENTRY_IDX_WIDTH-1    :0] db_entry_id ;
        txnid_t                             txn_id      ;
        logic  [SIDEBAND_WIDTH-1        :0] sideband    ;
    }rw_rdb_pld_t;
    typedef struct packed {
        logic  [BUS_WIDTH-1             :0] data        ;
        addr_t                              addr        ;
        logic                               last        ;
        logic  [MSHR_ENTRY_IDX_WIDTH-1  :0] rob_entry_id;
        logic  [DB_ENTRY_IDX_WIDTH-1    :0] db_entry_id ;
        txnid_t                             txn_id      ;
        logic  [SIDEBAND_WIDTH-1        :0] sideband    ;
    }evict_to_ds_pld_t;
    typedef struct packed{
        logic [8:0]     addr       ;
        txnid_t         txn_id     ;
        dest_ram_id_t   dest_ram_id;  
        logic           mode       ;
        logic [1:0]     byte_sel   ;
        logic [1:0]     opcode     ;  
    } sram_inst_cmd_t;                
    typedef struct packed {
        logic [31:0]    data   ;
        sram_inst_cmd_t cmd_pld;
    } data_pld_t;
    typedef struct packed {
        logic [255:0]    data   ;
        sram_inst_cmd_t  cmd_pld;
    } bankgroup_data_pld_t;
    typedef struct packed {
        logic [1023:0]   data  ;
        sram_inst_cmd_t  cmd_pld;
    } group_data_pld_t;
    typedef struct packed {
        arb_out_req_t           req_cmd_pld ;
        logic                   last        ;
        logic [$clog2(DS_N)-1:0]req_num     ;  
    } write_ram_cmd_t;
    typedef struct packed {
        group_data_pld_t        data        ;
        write_ram_cmd_t         write_cmd   ;
    } write_ram_pld_t;
endpackage
module cmn_bin2onehot#(
    parameter   BIN_WIDTH       = 5,
    parameter   ONEHOT_WIDTH    = 2**BIN_WIDTH
)(
    input [BIN_WIDTH-1 : 0]         bin_in,
    output [ONEHOT_WIDTH-1 : 0]     onehot_out
);
    genvar i;
    generate
        for(i=0;i<ONEHOT_WIDTH;i=i+1)begin : BIN2OH
            assign onehot_out[i]    =   (bin_in == i[BIN_WIDTH-1:0]);
        end
    endgenerate
endmodule
File: /design/flow/constraint.sdc
current_design cmn_bin2onehot

set clk_period 1.0
set clk_io_pct 0.2

create_clock -name clk0 -period $clk_period

set non_clock_inputs [all_inputs -no_clocks]
set_input_delay [expr $clk_period * $clk_io_pct] -clock clk0 $non_clock_inputs
set_output_delay [expr $clk_period * $clk_io_pct] -clock clk0 [all_outputs]
==> flow_metrics.rpt <==
IMPLEMENTATION SUMMARY REPORT
----------------------------------------------------
[Die]
  Core Footprint ........................ 0.00342 sq mm
  Io pins ........................ 37
  Area enclosed by the die boundary ........................ 0.00640 sq mm
  Floorplan row count ........................ 21
  Core utilization before placement ........................ 6.48%
  Die Width ........................ 80 microns
  Die height ........................ 80 microns

[Drt]
  Via density ........................ 3.61
  Drt pass-1 iters ........................ 2
  Wire length reported by the detailed router ........................ 2100 microns
  Detail-routed net length per standard cell ........................ 14.0 microns
  Number of routed nets with antenna violations ........................ 0
  First DRT Iteration DRCs ........................ 15
  Overall via count from detail_route ........................ 541
  Antenna fix cells ........................ 0
  Residual DRC count ........................ 0

[Final timing]
  Pin slew with the least headroom to its limit ........................ 194 ps
  FMAX ........................ 795 MHz
  Count of endpoints failing setup in the final report ........................ 30
  Number of slew-limit violations in the final report ........................ 0
  TNS Setup ........................ -4700 ps
  Max-Slew Margin vs Limit ........................ 87.0%
  Setup repair after global routing missed its margin ........................ yes
  Final Cycle Share ........................ 126%
  Post-layout min period ........................ 1260 ps
  Final Hold Violating Endpoints ........................ 0
  Post-route setup slack ........................ -258 ps

[Setup path]
  Standard cell with the maximum stage delay on the critical path ........................ nand3b_1
  Critical path class ........................ in -> out
  Startpoint type of the worst setup path ........................ input port
  Longest individual stage delay on the worst path ........................ 180 ps
  Data arrival time of the worst path ........................ 1060 ps
  Cell depth of the worst setup path ........................ 7
  End point of the critical path ........................ onehot_out[30]
  Critical path capture point type ........................ output port
  Cell breakdown of the critical path ........................ buf_8, buf_6, nand3b_1, buf_4, buf_6, nor2_1, buf_2
  Worst EP required ........................ 800 ps
  Largest delay contributor family on the critical path ........................ buffers and inverters
  Startpoint of the worst setup timing path ........................ bin_in[0]
  Critical-path maximum fanout ........................ 6
  CP bufs+invs ........................ 5
  Critical Path Most Common Cell ........................ buf_6

[Worst hold path]
  Worst hold-check path type ........................ in -> out

[Pwr]
  Clock power frac ........................ 0%
  Leakage ........................ 0.000434 uW
  Switching component of the power ........................ 111 uW
  Internal power ........................ 153 uW
  Part of the power in registers ........................ 0%
  Comb power frac ........................ 100.0%
  Switching part of the total ........................ 42.1%
  Maximum ir drop on the vdd rail ........................ 0.0000576 V
  Overall power ........................ 264 uW
  PD cells ........................ 300 mW/mm^2

[Layout]
  Final cell count without fillers ........................ 150
  Relative area change from synthesis to final layout ........................ 297%
  Register area ........................ 0 sq um
  Final core utilization ........................ 25.8%
  Number of flip-flops and latches ........................ 0
  Number of clock-tree buffers in the layout ........................ 0
  Fraction of layout cells with a size suffix above 1 ........................ 80.8%

[Run]
  Max cap viols ........................ 0
  OpenROAD warning count ........................ 34

[Synth]
  Total cells reported by yosys after synthesis ........................ 47
  Cell variety after synth ........................ 9
  Sequential fraction of the synthesis area ........................ 0%
  Synth Cell Area ........................ 221 sq um
  Synth Area per Inst ........................ 4.71 sq um
  Synth Instances ........................ 47
  Synthesis area per yosys ........................ 221 sq um
  Synthesis Warnings ........................ 0

[Run status]
  Failing checks ........................ setup timing
  Outcome ........................ finished, violations left

[Placed design]
  Cell count after placement ........................ 130
  Routability Congestion ........................ 0.750
  Port buffer count ........................ 37
  Post-DP HPWL ........................ 1310 microns

[GRT]
  Overall overflow remaining after global route ........................ 0
  Number of antenna violations at the first check in global routing ........................ 0
  Maximum number of pins on one net before global-route repair ........................ 9
  Global-route wire length before repair ........................ 3180 microns
  Gr usage total ........................ 6.28%
  Number of global-route vias before repair ........................ 561

[CTS]
  Hold Buf Count CTS ........................ 0

----------------------------------------------------
[cell usage after synthesis (all sizes together)]
cell,instances,area share (%)
clkbuf,3,5.1
or3,1,2.8
or3b,3,15
nor2,32,54
nand2b,2,5.6
nand3b,3,10
nand2,1,1.7
nand3,1,2.3
or2,1,2.8
[repair_timing]
| action | CTS | global route |
|---|---|---|
| pin swaps | 34 | 15 |
| setup endpoints to repair | 32 | 32 |
| gates resized | 154 | 25 |
| buffers inserted | 18 | 2 |
[metal layers]
metal	routed length, microns	vias up	global-route usage, %	part of all wire (%)
met1	1090	250	9.82	52
met4	0	0	0	0
met3	222	0	2.16	11
met2	786	25	8.35	37
li1	-	266	-	-
met5	0	-	0	0
[worst min-delay path: cells and delay by family]
| family | cells | cell delay [ps] |
|---|---|---|
| buf+inv | 2 | 210 |
| simple gates | 2 | 120 |
[power by group through the flow]
stage     Sequential (uW)  Combinational (uW)  Clock (uW)
6_report                0                 264           0
4_1_cts                 0                 227           0
5_1_grt                 0                 285           0
[layout make-up]
cell class / instances / area [sq um]
well taps: 46 / 57.6
repair buffers: 60 / 495
fillers: 361 / 2540
multi-input cells: 44 / 327
[logic make-up after synthesis]
| group | count (synthesis) | synth area share (%) |
|---|---|---|
| AND/OR/NAND/NOR | 44 | 94.9 |
| buffers and inverters | 3 | 5.08 |
[worst min-delay path by stage]
stage / to / cells after the start / slack (ps) / startpoint
final: onehot_out[22] / 4 / 740 / bin_in[4]
after CTS: onehot_out[11] / 4 / 750 / bin_in[3]
after global routing: onehot_out[22] / 4 / 760 / bin_in[4]
[placed cells by master, fill, tap and decap left out, drive strengths merged]
master and n:
or3b 3, nand2 1, nand3b 3, or2 1, nand2b 2, nor2 32, buf 58, dlygate4sd2 1
clkdlybuf4s50 1, or3 1, nand3 1
[stage by stage]
stage / hold slack, ps / worst slack [ps] / area, sq um
3_5_place_dp: 1550 / -1010 / 661
3_3_place_gp: 1540 / -992 / 661
4_1_cts: 748 / -230 / 777
2_1_floorplan: 522 / 92.3 / 221
5_1_grt: 759 / -322 / 880
6_report: 738 / -258 / 880
Power is estimated from default activity; no workload was simulated.
